[flow/design.v]
module iterative_karatsuba_32_16(clk, rst, enable, A, B, C);
    input clk;
    input rst;
    input [31:0] A;
    input [31:0] B;
    output [63:0] C;
    input enable;
    wire [1:0] sel_x;
    wire [1:0] sel_y;
    wire [1:0] sel_z;
    wire [1:0] sel_T;
    wire done;
    wire en_z;
    wire en_T;
    wire [32:0] h1;
    wire [32:0] h2;
    wire [63:0] g1;
    wire [63:0] g2;
    assign C = g2;
    reg_with_enable #(.N(64)) Z(.clk(clk), .rst(rst), .en(en_z), .X(g1), .O(g2));
    reg_with_enable #(.N(33)) T(.clk(clk), .rst(rst), .en(en_T), .X(h1), .O(h2));
    iterative_karatsuba_datapath dp(
        .clk(clk), .rst(rst), .X(A), .Y(B), .Z(g2), .T(h2),
        .sel_x(sel_x), .sel_y(sel_y), .sel_z(sel_z), .sel_T(sel_T),
        .en_z(en_z), .en_T(en_T), .done(done), .W1(g1), .W2(h1)
    );
    iterative_karatsuba_control control(
        .clk(clk), .rst(rst), .enable(enable), 
        .sel_x(sel_x), .sel_y(sel_y), .sel_z(sel_z), .sel_T(sel_T), 
        .en_z(en_z), .en_T(en_T), .done(done)
    );
endmodule
module iterative_karatsuba_datapath(clk, rst, X, Y, T, Z, sel_x, sel_y, en_z, sel_z, en_T, sel_T, done, W1, W2);
    input clk;
    input rst;
    input [31:0] X;
    input [31:0] Y;
    input [32:0] T;    
    input [63:0] Z;
    output reg [63:0] W1;
    output reg [32:0] W2; 
    input [1:0] sel_x; 
    input [1:0] sel_y; 
    input en_z;         
    input [1:0] sel_z;
    input en_T;        
    input [1:0] sel_T;
    input done;          
    wire [15:0] Xh = X[31:16];
    wire [15:0] Xl = X[15:0];    
    wire [15:0] Yh = Y[31:16];   
    wire [15:0] Yl = Y[15:0];
    wire [31:0] P1, P2, P3;  
    mult_16 mult1(.X(Xl), .Y(Yl), .Z(P1));
    mult_16 mult2(.X(Xh), .Y(Yh), .Z(P2));
    mult_17 mult3(.X(Xh+Xl), .Y(Yh+Yl), .Z(P3));
    always @(*) begin
        case (sel_x)
            2'b00: W1 = {32'b0, P1};
            2'b01: W1 = {32'b0, P2};
            2'b10: W1 = {32'b0, P3};
            default: W1 = Z;          
        endcase
        case (sel_y)
            2'b00: W2 = T;
            2'b01: W2 = {32'b0, P1} + {32'b0, P2} - {32'b0, P3}; 
            default: W2 = 33'b0;      
        endcase
    end
endmodule
module iterative_karatsuba_control(clk, rst, enable, sel_x, sel_y, sel_z, sel_T, en_z, en_T, done);
    input clk;
    input rst;
    input enable;
    output reg [1:0] sel_x;
    output reg [1:0] sel_y;
    output reg [1:0] sel_z;
    output reg [1:0] sel_T;    
    output reg en_z;
    output reg en_T;
    output reg done;
    reg [5:0] state, nxt_state;
    parameter S0 = 6'b000001;    
    parameter S1 = 6'b000010;   
    parameter S2 = 6'b000100;  
    parameter S3 = 6'b001000;
    parameter S4 = 6'b010000;   
    parameter DONE = 6'b100000; 
    always @(posedge clk) begin
        if (rst) begin
            state <= S0;
        end
        else if (enable) begin
            state <= nxt_state;
        end
    end
    always @(*) begin
        case (state)
            S0: begin
                sel_x = 2'b00; sel_y = 2'b00; sel_z = 2'b00; sel_T = 2'b00;
                en_z = 1'b0; en_T = 1'b0;
                done = 1'b0;
                nxt_state = S1;
            end
            S1: begin
                sel_x = 2'b00; sel_y = 2'b00; sel_z = 2'b01; sel_T = 2'b01;
                en_z = 1'b1; en_T = 1'b1;
                done = 1'b0;
                nxt_state = S2;  
            end
            S2: begin
                sel_x = 2'b01; sel_y = 2'b01; sel_z = 2'b10; sel_T = 2'b10;
                en_z = 1'b1; en_T = 1'b1;
                done = 1'b0;
                nxt_state = S3;  
            end
            S3: begin
                sel_x = 2'b10; sel_y = 2'b10; sel_z = 2'b00; sel_T = 2'b00;
                en_z = 1'b1; en_T = 1'b1;
                done = 1'b0;
                nxt_state = S4;  
                end
            S4: begin
                sel_x = 2'b00; sel_y = 2'b00; sel_z = 2'b11; sel_T = 2'b11;
                en_z = 1'b1; en_T = 1'b1;
                done = 1'b1;
                nxt_state = DONE;  
            end
            DONE: begin
                sel_x = 2'b00; sel_y = 2'b00; sel_z = 2'b00; sel_T = 2'b00;
                en_z = 1'b0; en_T = 1'b0;
                done = 1'b1;
                nxt_state = S0;  
            end
            default: begin
                sel_x = 2'b00; sel_y = 2'b00; sel_z = 2'b00; sel_T = 2'b00;
                en_z = 1'b0; en_T = 1'b0;
                done = 1'b0;
                nxt_state = S0; 
            end
        endcase
    end
endmodule
module reg_with_enable #(parameter N = 32) (clk, rst, en, X, O );
    input [N:0] X;
    input clk;
    input rst;
    input en;
    output [N:0] O;
    reg [N:0] R;
    always@(posedge clk) begin
        if (rst) begin
            R <= {N{1'b0}};
        end
        if (en) begin
            R <= X;
        end
    end
    assign O = R;
endmodule
module mult_16(X, Y, Z);
    input [15:0] X;
    input [15:0] Y;
    output [31:0] Z;
    assign Z = X * Y;
endmodule
module mult_17(X, Y, Z);
    input [16:0] X;
    input [16:0] Y;
    output [33:0] Z;
    assign Z = X * Y;
endmodule
module full_adder(a, b, cin, S, cout);
    input a;
    input b;
    input cin;
    output S;
    output cout;
    assign S = a ^ b ^ cin;
    assign cout = (a&b) ^ (b&cin) ^ (a&cin);
endmodule
module check_subtract (A, B, C);
    input [7:0] A;
    input [7:0] B;
    output [8:0] C;
    assign C = A - B; 
endmodule
module adder_Nbit #(parameter N = 32) (a, b, cin, S, cout);
    input [N-1:0] a;
    input [N-1:0] b;
    input cin;
    output [N-1:0] S;
    output cout;
    wire [N:0] cr;  
    assign cr[0] = cin;
    generate
        genvar i;
        for (i = 0; i < N; i = i + 1) begin
            full_adder addi (.a(a[i]), .b(b[i]), .cin(cr[i]), .S(S[i]), .cout(cr[i+1]));
        end
    endgenerate    
    assign cout = cr[N];
endmodule
module Not_Nbit #(parameter N = 32) (a, c);
    input [N-1:0] a;
    output [N-1:0] c;
    generate
        genvar i;
        for (i = 0; i < N; i = i+1) begin
            assign c[i] = ~a[i];
        end
    endgenerate 
endmodule
module Complement2_Nbit #(parameter N = 32) (a, c, cout_comp);
    input [N-1:0] a;
    output [N-1:0] c;
    output cout_comp;
    wire [N-1:0] b;
    wire ccomp;
    Not_Nbit #(.N(N)) compl(.a(a),.c(b));
    adder_Nbit #(.N(N)) addc(.a(b), .b({ {N-1{1'b0}} ,1'b1 }), .cin(1'b0), .S(c), .cout(ccomp));
    assign cout_comp = ccomp;
endmodule
module subtract_Nbit #(parameter N = 32) (a, b, cin, S, ov, cout_sub);
    input [N-1:0] a;
    input [N-1:0] b;
    input cin;
    output [N-1:0] S;
    output ov;
    output cout_sub;
    wire [N-1:0] minusb;
    wire cout;
    wire ccomp;
    Complement2_Nbit #(.N(N)) compl(.a(b),.c(minusb), .cout_comp(ccomp));
    adder_Nbit #(.N(N)) addc(.a(a), .b(minusb), .cin(1'b0), .S(S), .cout(cout));
    assign ov = (~(a[N-1] ^ minusb[N-1])) & (a[N-1] ^ S[N-1]);
    assign cout_sub = cout | ccomp;
endmodule
module Left_barrel_Nbit #(parameter N = 32)(a, n, c);
    input [N-1:0] a;
    input [$clog2(N)-1:0] n;
    output [N-1:0] c;
    assign c = a << n;
endmodule
[flow/run.sh]
#!/bin/bash
# OpenROAD 26Q1-2900-gdf79404cd8, Yosys 0.63+post, stock flow scripts
make -C /OpenROAD-flow-scripts/flow DESIGN_CONFIG=/design/flow/config.mk WORK_HOME=/design/flow/orfs finish
[flow/config.mk]
export PLATFORM = sky130hd
export DESIGN_NAME = subtract_Nbit
export DESIGN_NICKNAME = subtract_Nbit
export VERILOG_FILES = /design/flow/design.v
export SDC_FILE = /design/flow/constraint.sdc
export NUM_CORES = 4
export LEC_CHECK = 1
export CORE_UTILIZATION = 40
[flow/constraint.sdc]
current_design subtract_Nbit

set clk_period 11.0
set clk_io_pct 0.2

create_clock -name clk0 -period $clk_period

set non_clock_inputs [all_inputs -no_clocks]
set_input_delay [expr $clk_period * $clk_io_pct] -clock clk0 $non_clock_inputs
set_output_delay [expr $clk_period * $clk_io_pct] -clock clk0 [all_outputs]
==> deck_impl_summary.md <==
Synthesis and Place & Route Summary

Run status
  • Status: complete, but fails checks
  • Failing checks: negative setup slack

Drt
  • Via Count: 1282
  • First drt pass iteration count: 2
  • # DRC: 0
  • Ratio of routed vias to standard cells: 3.76
  • Drt initial violations: 5
  • Post-DRT Antenna Nets: 0
  • # diodes: 0
  • Routed WL: 2720 µm
  • WL/cell: 7.96 µm

Final timing
  • # setup viols final: 17
  • Fmax: 62.4 MHz
  • Final Cycle Share: 146%
  • RSZ-0062 raised after global routing: true
  • Final hold viol count: 0
  • Hold slack: 5.15 ns
  • Fin worst setup slack: -5.02 ns
  • Min cycle time layout: 16.02 ns
  • Slew Viols, Final: 0
  • Worst Tran Pin Value: 0.174 ns
  • Relative slew slack: 88.4%
  • Total negative slack: -46.49 ns

Placed design
  • Final GP Congestion: 0.770
  • # port buffers: 98
  • Detail Placement HPWL: 2670 µm
  • Placed cell area: 2670 µm²

Critical path
  • CP max stage cell: fa_1
  • Worst EP arrival: 13.82 ns
  • Cell mode on critical path: fa_2
  • Crit Path Category: in -> out
  • Worst Setup SP: b[0]
  • CP peak stage delay: 0.41 ns
  • WP data required: 8.80 ns
  • Startpoint types: input port
  • CP Max Fanout: 2
  • Critical Path Sink Type: output pin

Floorplanning
  • Fp util: 42.7%
  • I/O pin count: 99
  • Die ar.: 4660 µm²
  • Site row count: 23
  • Core region area: 4120 µm²
  • Die width: 68.3 µm
  • Die extent in y: 68.3 µm

Cells and area
  • Fin area: 2610 µm²
  • Area grow syn2layout: 48.3%
  • Share of cells above drive strength 1: 23.0%
  • Clock Buffer Count: 0
  • Filler instances: 367
  • Util after Layout: 63.4%
  • Storage cell area: 0 µm²
  • Seq_cells: 0

GRT
  • Largest net degree at the start of global routing: 4
  • GRT Util Overall: 12.8%
  • Initial antenna violation count: 0
  • Vias in the first global route: 1162
  • Congestion Overflow GR: 0
  • First-pass GRT wire length: 4470 µm

Yosys
  • YS chip area: 1760 µm²
  • Post-Synthesis Cell Area: 1760 µm²
  • Cell area leaders: fa_1, inv_1, ha_1, buf_4, xnor2_1
  • Synth Seq Share: 0%
  • Top-area cell share: 35.3%
  • Yosys warnings: 0
  • Most frequent cell after synthesis: inv_1
  • Avg Cell Area, Syn: 7.88 µm²
  • Top cells by count: inv_1, ha_1, buf_4, fa_1
  • Yosys cell types: 7
  • Cells after Synth: 223
  • Area leader, netlist: fa_1
  • Number of cells in Yosys stat: 223

Clock tree
  • Cts hold-fix bufs: 0

Power
  • Peak VDD IR: 21.2 µV
  • Combinational Power Share: 100.0%
  • Power per cell area: 43.3 nW/µm²
  • Switching Fraction: 33.2%
  • Clk pwr share: 0%
  • Pint: 75.5 µW
  • Leakage power: 0.00156 µW
  • Seq pwr share: 0%
  • Switching power: 37.5 µW

Flow run
  • Max-cap violations: 0
  • Tool warnings: 38

Hold path
  • Hold_sp: b[0]
  • Hold-critical path endpoint: S[0]
  • HP Class: in -> out
  • Hold path depth: 4
-- cell type report --
| class | count | area (µm²) | area share, % |
|---|---|---|---|
| Multi-Input combinational cell | 67 | 1140 | 43.8 |
| Timing Repair Buffer | 100 | 925 | 35.5 |
| Inverter | 124 | 478 | 18.3 |
| Tap cell | 50 | 62.6 | 2.40 |
-- critical path, delay by kind of cell --
kind	cells	cell delay, ns
adder cells (fa/ha/maj)	32	11.05
XOR/XNOR	1	0.14
buffers and inverters	5	0.30
AND/OR/NAND/NOR	1	0.09
-- worst max path at each step --
stage     endpoint  slack [ns]
6_report        ov       -5.02
4_1_cts         ov       -5.04
5_1_grt         ov       -5.31
-- cells in the final DEF (no fill, tap or decap) --
cell type / instances
inv_8: 1
buf_2: 16
xnor2_1: 1
nor2_1: 1
dlygate4sd2_1: 3
fa_2: 30
fa_1: 1
inv_1: 109
ha_2: 1
buf_4: 2
inv_2: 13
dlymetal6s2s_1: 1
buf_8: 2
clkdlybuf4s50_1: 76
ha_4: 1
ha_1: 31
or2_1: 1
inv_6: 1
-- power groups by stage --
stage	sequential [µW]	clock, µW	combinational, µW
global route	0	0	133
CTS	0	0	115
finish	0	0	113
-- kinds of logic after synthesis --
kind of cell               after synthesis  synth area share (%)
xor gates and xnor gates                 1                 0.498
adders and majority gates               64                  58.8
buffers and inverters                  156                  40.1
and+or+nand+nor                          2                 0.569
-- through the flow --
step | power, µW | cells | setup WS (ns)
6_report | 113 | 341 | -5.02
5_1_grt | 133 | 341 | -5.31
4_1_cts | 115 | 341 | -5.04
3_5_place_dp | 124 | 340 | -5.93
3_3_place_gp | 124 | 340 | -5.85
2_1_floorplan | 75.6 | 223 | -4.57
-- metal layers --
layer | global-route usage, % | routed length, µm | up-vias | share of wire (%)
li1 | - | - | 684 | -
met5 | 0 | 0 | - | 0
met2 | 20.7 | 1170 | 57 | 43
met4 | 0 | 0 | 0 | 0
met3 | 3.04 | 329 | 0 | 12
met1 | 19.0 | 1210 | 541 | 45
-- repair_timing --
item                       in CTS  in global routing
setup buffers                   1                  0
setup endpoints to repair      19                 18
pin swaps                       1                  0
gates resized                  73                  5
Power figures rest on the tool's default switching activity, not on a simulated workload.
